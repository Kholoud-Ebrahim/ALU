`flow/config.mk`:
```
export PLATFORM = sky130hd
export DESIGN_NAME = alu
export DESIGN_NICKNAME = alu
export VERILOG_FILES = /design/flow/design.v
export SDC_FILE = /design/flow/constraint.sdc
export NUM_CORES = 4
export LEC_CHECK = 1
export CORE_AREA = 10 10 111 111
export DIE_AREA = 0 0 121 121
```
`flow/constraint.sdc`:
```
current_design alu

set clk_period 2.6
set clk_io_pct 0.2

create_clock -name clk0 -period $clk_period [get_ports {alu_clk}]

set non_clock_inputs [all_inputs -no_clocks]
set_input_delay [expr $clk_period * $clk_io_pct] -clock clk0 $non_clock_inputs
set_output_delay [expr $clk_period * $clk_io_pct] -clock clk0 [all_outputs]
```
`flow/design.v`:
```
module alu (alu_clk, rst_n, alu_enable, alu_enable_a, alu_enable_b, alu_in_a, alu_in_b, alu_irq_clr, alu_op_a, alu_op_b, alu_out, alu_irq);
    input alu_clk, rst_n;
    input alu_enable, alu_enable_a, alu_enable_b;
    input [7:0] alu_in_a, alu_in_b;
    input alu_irq_clr;
    input [1:0] alu_op_a, alu_op_b;
    output reg [7:0]alu_out;
    output  alu_irq;
    assign alu_irq = (
                (alu_enable_a && !alu_enable_b && alu_enable && alu_op_a == 2'b00 && alu_out == 8'hFF)||
                (alu_enable_a && !alu_enable_b && alu_enable && alu_op_a == 2'b01 && alu_out == 8'h00)||
                (alu_enable_a && !alu_enable_b && alu_enable && alu_op_a == 2'b10 && alu_out == 8'hF8)|| 
                (alu_enable_a && !alu_enable_b && alu_enable && alu_op_a == 2'b11 && alu_out == 8'h83)||
                (alu_enable_b && !alu_enable_a && alu_enable && alu_op_b == 2'b00 && alu_out == 8'hF1)||
                (alu_enable_b && !alu_enable_a && alu_enable && alu_op_b == 2'b01 && alu_out == 8'hF4)||
                (alu_enable_b && !alu_enable_a && alu_enable && alu_op_b == 2'b10 && alu_out == 8'hF5)|| 
                (alu_enable_b && !alu_enable_a && alu_enable && alu_op_b == 2'b11 && alu_out == 8'hFF)
    ) ? 1'b1 : 1'b0;
    always @(posedge alu_clk, negedge rst_n) begin
        if(! rst_n ) begin  
            alu_out <= 0;
        end
        else begin
            if(alu_enable_a && !alu_enable_b && alu_enable) begin
                case(alu_op_a)
                    2'b00 : begin   
                        alu_out <= alu_in_a & alu_in_b;
                        if(alu_out == 'hFF && alu_irq_clr == 1)     
                            alu_out <= 8'h00;
                    end
                    2'b01 : begin   
                        alu_out <= ~(alu_in_a & alu_in_b);
                        if(alu_out == 'h00 && alu_irq_clr == 1)     alu_out <= 8'h00;
                    end
                    2'b10 : begin   
                        alu_out <= alu_in_a | alu_in_b;
                        if(alu_out == 'hF8 && alu_irq_clr == 1)     alu_out <= 8'h00;
                    end
                    2'b11 : begin   
                        alu_out <= alu_in_a ^ alu_in_b;
                        if(alu_out == 'h83 && alu_irq_clr == 1)     alu_out <= 8'h00;
                    end
                    default : alu_out <= 0;
                endcase
            end
            else if(alu_enable_b && !alu_enable_a && alu_enable) begin
                case(alu_op_b)
                    2'b00 : begin   
                        alu_out <= ~(alu_in_a ^ alu_in_b);
                        if(alu_out == 'hF1 && alu_irq_clr == 1)     alu_out <= 8'h00;
                    end
                    2'b01 : begin   
                        alu_out <= alu_in_a & alu_in_b;
                        if(alu_out == 'hF4 && alu_irq_clr == 1)     alu_out <= 8'h00;
                    end
                    2'b10 : begin   
                        alu_out <= ~(alu_in_a | alu_in_b);
                        if(alu_out == 'hF5 && alu_irq_clr == 1)     alu_out <= 8'h00;
                    end
                    2'b11 : begin   
                        alu_out <= alu_in_a | alu_in_b;
                        if(alu_out == 'hFF && alu_irq_clr == 1)     alu_out <= 8'h00;
                    end
                    default : alu_out <= 0;
                endcase
            end
            else
                alu_out <= 0;
        end
    end
endmodule
```
`flow/run.sh`:
```
#!/bin/bash
# OpenROAD 26Q1-2900-gdf79404cd8, Yosys 0.63+post, stock flow scripts
make -C /OpenROAD-flow-scripts/flow DESIGN_CONFIG=/design/flow/config.mk WORK_HOME=/design/flow/orfs finish
```
==> results_dict.tcl <==
# place-and-route summary
set metrics [dict create \
    end_kind "output pin" \
    p_leak_nw 0.852 \
    gp_congestion 0.879 \
    antennaDiodeCount 0 \
    tightest_slew_ns 0.850 \
    yosys_cells 166 \
    clk_pin_slew_ns 0.04 \
    holdBufCountCts 0 \
    hold_slack_ns 0.589 \
    netlist_area_sq_mm 0.00137 \
    tritoncts "yes" \
    grt_pass1_wl_mm 7.16 \
    dieArea_sq_mm 0.0146 \
    start_kind "flip-flop" \
    warnings 33 \
    htreeDepth 1 \
    fp_util_pct 13.9 \
    vias_per_cell 4.40 \
    top_register "alu_out" \
    outcome "complete, no violations" \
    total_power_mw 0.539 \
    r2r_end "alu_out[3]" \
    final-hold-violation-count 0 \
    drt-pass1-iter-count 5 \
    grtUsageTotal_pct 6.03 \
    criticalPathCategory "flip-flop to output pin" \
    num_vias 1512 \
    ys_seq_share_pct 14.6 \
    maxCapViolations 0 \
    synth_cells 166 \
    place.port_buffers 34 \
    finalCritPeriodShare_pct 96.8 \
    yosysChipArea_sq_mm 0.00137 \
    setup_violations 0 \
    die_y_microns 121 \
    worst_r2r_startpoint "alu_out[2]" \
    core_area_sq_mm 0.00986 \
    clockBufferDepth 2 \
    cts.sinks 8 \
    crit_fanout 5 \
    final_area_sq_mm 0.00201 \
    drive_above_1_share_pct 23.7 \
    grt_pass1_vias 1352 \
    die_width_microns 121 \
    power.density_mw_per_mm2 268 \
    drtIter0Drc 85 \
    post-route-drc-count 0 \
    period_minus_slack_ns 2.52 \
    ys_seq_elements 8 \
    wl_mm 4.67 \
    hpwl_mm 3.61 \
    post-route-util_pct 20.4 \
    drtAntennaViolNets 0 \
    place_inst 337 \
    reg_top3 "alu_out x8" \
    yosysWarningCount 1 \
    ys_types 49 \
    layout.cells.most_common "clkdlybuf4s50_1" \
    arrival_ns 2.00 \
    drt-wirelength-per-cell_microns 13.6 \
    ff2ff_path_depth 6 \
    fillers 1058 \
    synthToLayoutAreaGrowth_pct 46.4 \
    relSlewSlack_pct 43.0 \
    clkLatencyLatePin_ns 0.22 \
    synth-main-ff-cell "dfrtp_1" \
    fin_worst_skew_ns 0.000642 \
    final_cell_mix "clkdlybuf4s50_1 (31), inv_1 (26), ha_1 (16), buf_4 (16), a221oi_1 (15)" \
    cts_root_buf "clkbuf_8" \
    final_cells 344 \
    max_freq_ghz 0.397 \
    critPathRequiredTime_ns 2.08 \
    grt_overflow 0 \
    place_area_sq_mm 0.00191 \
    ir_worst_vdd_uv 108 \
    regToRegSetupSlack_ns 0.52 \
    antenna_found_initial 0 \
    min_path_type "input port to asynchronous set/reset pin" \
    design.portCount 35 \
    report.final.slew_viol_count 0 \
    cts_inserted_buffers 3 \
    largest_reg_flops 8 \
    row_count 36 \
    synth-edff-count 0 \
    grt_max_degree 17 \
    async_flop_share_pct 100 \
    postSynthAreaPerCell_sq_um 8.26 \
]
## cell families after synthesis
logic type | Yosys count | share of synthesized area [%]
fa+ha+maj | 16 | 14.6
xor+xnor | 1 | 0.639
compound gates | 58 | 35.1
simple gates | 48 | 22.8
flops | 8 | 14.6
buf+inv | 34 | 11.5
mux | 1 | 0.730
## critical path, stage by stage (launching register included)
cell             delay (ns)
dfrtp_2                0.41
nand4_4                0.15
or2_4                  0.28
o32ai_2                0.25
a22oi_1                0.09
nor2b_1                0.11
clkdlybuf4s50_1        0.47
## worst max path at each step
stage / start / to / slack, ns / depth (start not counted)
6_report: alu_out[5] / alu_irq / 0.08 / 6
5_1_grt: alu_out[3] / alu_irq / -0.009 / 6
4_1_cts: alu_op_a[1] / alu_irq / 0.00004 / 7
## where the power goes
part	internal [mW]	leakage [nW]	total (mW)	switching, mW
registers	0.134	0.0989	0.150	0.0160
logic	0.131	0.731	0.245	0.114
clock network	0.0998	0.0216	0.143	0.0435
## layer usage
| layer | GRT usage [%] | wire length (microns) | up-vias |
|---|---|---|---|
| met5 | 0 | 0 | - |
| met4 | 0.754 | 0 | 0 |
| met3 | 2.74 | 696 | 0 |
| met2 | 8.91 | 2000 | 82 |
| met1 | 8.09 | 1980 | 712 |
| li1 | - | - | 718 |
## repair_timing
| item | CTS | global route |
|---|---|---|
| pin swaps | 2 | 1 |
| setup buffers | 0 | 4 |
| endpoints found under the setup margin | 1 | 1 |
| resized | 8 | 5 |
## synthesized netlist by cell type, types with 2 or more instances
cell type       instances  share of area, %
inv_1                  26               7.1
ha_1                   16                15
a221oi_1               15               9.6
nor2_1                 10               2.7
o32ai_1                 9               5.7
a21oi_1                 8               2.9
dfrtp_1                 8                15
o31ai_1                 8               4.4
a21o_2                  6               3.8
or2b_2                  6               3.8
nand2_1                 5               1.4
nor2b_1                 3               1.4
nor3_1                  3               1.1
a21o_1                  2               1.1
a31oi_1                 2              0.91
and2_1                  2              0.91
buf_2                   2              0.73
clkbuf_2                2              0.73
dlymetal6s2s_1          2               1.8
nand2b_1                2              0.91
## area by class of cell
type,instances,area [sq um],area share (%)
multi-input combinational,124,1040,51.7
timing repair buffer,50,457,22.7
sequential,8,208,10.3
tap,133,166,8.29
inverter,26,97.6,4.86
clock buffer,3,41.3,2.06
## metrics by stage
| stage | setup WS [ns] | TNS [ns] |
|---|---|---|
| after floorplan | 0.815 | 0 |
| after global placement | -0.181 | -0.181 |
| after detailed placement | -0.166 | -0.166 |
| after CTS | 0.0000386 | 0 |
| after global routing | -0.00931 | -0.00931 |
| final | 0.0840 | 0 |
Power and IR drop assume default switching activity.
